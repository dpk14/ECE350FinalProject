===== /design/flow/design.v =====
`timescale 1ns / 1ps
module PWMDeserializer #(
    parameter
    WAVE_FREQ  = 10,
    PULSE_FREQ = 1000,
    SYS_FREQ   = 100000) (
    input clk,
    input reset,
    input signal,
    output[6:0] duty_cycle);
    localparam WAVE_WINDOW        = SYS_FREQ/WAVE_FREQ;
    localparam SMALL_WAVE_WINDOW  = WAVE_WINDOW/100;
    localparam WAVE_HALF          = WAVE_WINDOW >> 1;
    localparam WAVE_COUNTER_BITS  = $clog2(WAVE_WINDOW) + 1;
    reg[WAVE_COUNTER_BITS-1:0] pulseCounter = 0;
    reg[WAVE_COUNTER_BITS-1:0] pulseWidth = 0;
    always @(posedge clk or posedge reset) begin
        if(reset) begin
            pulseCounter <= 0;
            pulseWidth   <= 0;
        end else begin
            if(pulseCounter < WAVE_WINDOW-1) begin
                pulseCounter <= pulseCounter + 1;
                pulseWidth   <= signal ? pulseWidth + 1 : pulseWidth;
            end else begin
                pulseCounter <= 0;
                pulseWidth   <= 0;
            end
        end
    end
    reg[WAVE_COUNTER_BITS-1:0] propWidth = 0;
    always @(negedge clk) begin
        if(pulseCounter == WAVE_WINDOW-1)
            propWidth <= pulseWidth;
    end
    assign duty_cycle = propWidth/99;
endmodule

===== /design/flow/run.sh =====
#!/bin/bash
# OpenROAD 26Q1-2900-gdf79404cd8, Yosys 0.63+post, stock flow scripts
make -C /OpenROAD-flow-scripts/flow DESIGN_CONFIG=/design/flow/config.mk WORK_HOME=/design/flow/orfs finish

===== /design/flow/config.mk =====
export PLATFORM = sky130hd
export DESIGN_NAME = PWMDeserializer
export DESIGN_NICKNAME = PWMDeserializer
export VERILOG_FILES = /design/flow/design.v
export SDC_FILE = /design/flow/constraint.sdc
export NUM_CORES = 4
export LEC_CHECK = 1
export CORE_UTILIZATION = 30

===== /design/flow/constraint.sdc =====
current_design PWMDeserializer

set clk_period 15.1
set clk_io_pct 0.2

create_clock -name clk0 -period $clk_period [get_ports {clk}]

set non_clock_inputs [all_inputs -no_clocks]
set_input_delay [expr $clk_period * $clk_io_pct] -clock clk0 $non_clock_inputs
set_output_delay [expr $clk_period * $clk_io_pct] -clock clk0 [all_outputs]

==> job_summary.md <==
## Synthesis and layout report

| Metric | Value |
|---|---|
| Status | finished with violations |
| Violated checks | setup timing |
| Worst path slowest cell | or4_1 |
| Synth cell types | 103 |
| Hold Crit Endpoint | pulseCounter[0] |
| First-pass GRT wire length | between 20 and 25 mm |
| Vias in the first global route | roughly 4,700 |
| Fin cells | just under 1,000 |
| Maximum root-to-sink buffer count | 2 |
| Row count | 45 |
| #FFs+latches synth | between 40 and 50 |
| DRT iter0 DRCs | just over 400 |
| Max-cap violation count | 0 |
| Hold Crit Start | pulseCounter[0] |
| Yosys chip area | about 4700 µm² |
| Final HPWL DP | around 9.7 mm |
| Post-route ant nets | 0 |
| Number of enable flip-flop cells | 15 |
| # H-tree levels | 2 |
| FILL cells | 1,398 |
| Clock root buffer | clkbuf_16 |
| Worst R2R Setup Slack | ~6000 ps |
| Placer Congestion | between 0.9 and 1 |
| Pre-Repair DR Iteration Count | 7 |
| Largest net degree at the start of global routing | 31 |
| Residual DRC | 0 |
| TritonCTS buffer count | 5 |
| Slowest stage delay, CP | around 500 ps |
| Hold Vio Cnt, Final | 0 |
| Clk slew on worst S/H paths | ~60 ps |
| Yosys Instances | approximately 600 |
| CTS tree | yes |
| Cell Area, Placed | between 6000 and 7000 µm² |
| Critical path type | reg -> out |
| Initial antenna violation count | 0 |
| Static Leak | 3.00 nW |
| Number of port buffers | 9 |
| Core footprint | 15,300 µm² |
| R2R cell count | 4 |
| WP data arrival | approximately 15,000 ps |
| Min-Delay Path Depth | 1 |
| Tool warnings | between 40 and 50 |
| Clk_skew | between 70 and 80 ps |
| CTS sink count | 45 |
| Die Y | around 130 µm |
| Die width | approximately 130 µm |
| Most numerous logic cell after layout | buf_4 |
| Relative slew slack | 0.406 |
| Final setup fails | 5 |
| Crit-path most repeated cell | buf_4 |
| Post-synth design cell area | approximately 4700 µm² |
| Crit. End Element | output port |
| Ports | 10 |
| Worst skew pair latency | roughly 350 ps |
| Chip area | around 16,000 µm² |
| Synth async-reset ratio | 0.667 |
| Final Util | 0.462 |
| Synth area leader | dfrtp_1 |
| Synth-to-Final Area Change | 49.7% |
| Init Core Util | 0.309 |
| Most numerous logic cells after layout | buf_4, nor2_1, nand2_1 |
| DR WL/cell | approximately 13 µm |
| Seq/Total Area, Yosys | 0.254 |
| Design area | 7080 µm² |
| Setup TNS Final | -8840 ps |
| Vias | around 5,000 |
| Setup WS pre-CTS | -2710 ps |
| Synthesized netlist cell count | around 580 |
| Critical R2R Launch | pulseCounter[5] |
| Biggest area cells | dfrtp_1, edfxtp_1, nor2_1, xnor2_1, nand2_1 |
| Worst Path Max Fanout | 6 |
| CP required | 12,080 ps |
| Worst setup SP type | register |
| Syn avg cell area | around 8 µm² |
| Worst Tran Pin Value | 891 ps |
| Syn. warnings | 1 |
| R2r endpoint | propWidth[5] |
| Fraction of layout cells with a size suffix above 1 | 0.401 |
| Cell area power density | approximately 36 nW/µm² |
| RSZ-0062 raised after global routing | yes |
| Worst IR Drop VDD | between 0.06 and 0.07 mV |
| Final wirelength | between 10 and 15 mm |
| Dominant flop cell | dfrtp_1 |
| Hold WC Path Type | reg -> reg |
| Placed Cells | between 900 and 1,000 |
| Grt total ovfl | 0 |
| Drt via density | between 5 and 6 |
| Post-synth top area share | 0.159 |
| Hold buffer count at CTS | 0 |
| Antenna cells | 0 |
| Final worst setup slack | -2550 ps |
| Tot GR Track Use | 0.164 |
| Max-slew violation count | 0 |
through the flow:
step	hold WS [ps]	total power, mW
global route	519	0.267
floorplan	455	0.141
global placement	472	0.143
CTS	496	0.257
finish	492	0.254
detailed placement	488	0.144
area by class of cell:
cell class	count	area [µm²]	area share
clock inverters	18	78.8	0.0111
multi-input cells	491	3750	0.529
well taps	211	264	0.0373
repair buffers	207	1600	0.225
inverters	18	70.1	0.00989
flip-flops and latches	45	1200	0.170
clock buffers	5	125	0.0177
cell usage after synthesis, drive strengths merged (15+ instances only):
cell type / number
nand2: 54
o21ai: 19
inv: 19
edfxtp: 15
xor2: 18
clkbuf: 18
a21oi: 29
nor3: 19
xnor2: 28
nor2: 74
dfrtp: 30
nand3: 34
repair_timing:
item                                    CTS  global route
pin swaps                                34            25
resized                                  45            32
hold endpoints to repair                  0             0
setup buffers                            24             5
endpoints found under the setup margin    5             6
power by group:
part	internal, mW	leakage, nW	switching (mW)
clock network	0.0667	0.154	0.0519
registers	0.127	0.526	0.00145
logic	0.00225	2.32	0.00425
how the worst max path moves through the flow:
stage | from | endpoint | slack (ps) | cells past startpoint
after global routing | propWidth[9] | duty_cycle[0] | -2910 | 33
after CTS | propWidth[8] | duty_cycle[0] | -2600 | 26
final | propWidth[9] | duty_cycle[0] | -2550 | 34
kinds of logic after synthesis:
| logic type | synth area share |
|---|---|
| AND/OR/NAND/NOR | 0.290 |
| AND-OR/OR-AND | 0.290 |
| buffers and inverters | 0.0428 |
| XOR/XNOR | 0.0868 |
| flip-flops | 0.254 |
| multiplexers | 0.0249 |
| adder cells (fa/ha/maj) | 0.0106 |
| other | 0.000793 |
registers in the layout, indices dropped and copies added (netlist names):
name / count
pulseCounter: 15
pulseWidth: 15
propWidth: 15
critical path: cells and delay by family, from the launching register on:
kind | cells | cell delay [ps]
AOI/OAI and AO/OA | 13 | 2360
and+or+nand+nor | 10 | 2260
buffers and inverters | 9 | 1240
DFF | 1 | 420
adders and majority gates | 1 | 220
xor gates and xnor gates | 1 | 220
routing by layer:
metal	global-route usage	wire, µm	part of all wire
met1	0.257	6590	0.51
met2	0.264	5930	0.46
met3	0.0124	357	0.028
met4	0.00969	65	0.0050
met5	0	0	0
No activity file was given, so power comes from the tool's default toggle rates.
